==> design.v <==
module digital_design_lab1_problem3
	#(parameter n = 6)
	(input logic clk, reset, changingA, input logic [n-1:0] a, b, eVar,  
	output logic isNegativeR, output logic [n-1:0] r, output logic [6:0] segDA, segUA, segDB, segUB, segDR, segUR);
	logic [n-1:0] aO, bO, rO;
	logic [3:0] dA, uA;   
	logic [3:0] dB, uB;   
	logic [3:0] dR, uR;   
	logic isNegativeRO;
	always @(*)
		begin
			if(reset) 
				begin
					aO = 0;
					bO = 0;
				end
			else if(changingA) aO = eVar;
			else bO = eVar;
		end
	always @(posedge clk)
		begin
			if(a > b)
					begin
						r = a-b;
						if((aO !==  0) && (bO !== 0)) isNegativeR = isNegativeRO;
						else isNegativeR = 0;
					end
				else if (a < b)
					begin
						r = b-a;
						if((aO !==  0) && (bO !== 0)) isNegativeR = isNegativeRO;
						else isNegativeR = 1;
					end
				else
					begin
					r = 0;
					if((aO !==  0) && (bO !== 0)) isNegativeR = isNegativeRO;
						else isNegativeR = 0;
					end
			if((aO > bO) && !reset)
				begin
					rO = aO-bO;
					isNegativeRO = 0;
				end
			else if ((aO < bO) && ~reset)
				begin
					rO = bO-aO;
					isNegativeRO = 1;
				end
			else
				begin
					rO = 0;
					isNegativeRO = 0;
				end
			 dA = aO / 10;   
			 uA = aO % 10;   
			 dB = bO / 10;   
			 uB = bO % 10;   
			 dR = rO / 10;   
			 uR = rO % 10;   
			 case(dA)
					4'b0000: segDA = 7'b1000000;  
					4'b0001: segDA = 7'b1111001;  
					4'b0010: segDA = 7'b0100100;  
					4'b0011: segDA = 7'b0110000;  
					4'b0100: segDA = 7'b0011001;  
					4'b0101: segDA = 7'b0010010;  
					4'b0110: segDA = 7'b0000010;  
					4'b0111: segDA = 7'b1111000;  
					4'b1000: segDA = 7'b0000000;  
					4'b1001: segDA = 7'b0010000;  
					default: segDA = 7'b1111111;  
			 endcase
			 case(uA)
					4'b0000: segUA = 7'b1000000;  
					4'b0001: segUA = 7'b1111001;  
					4'b0010: segUA = 7'b0100100;  
					4'b0011: segUA = 7'b0110000;  
					4'b0100: segUA = 7'b0011001;  
					4'b0101: segUA = 7'b0010010;  
					4'b0110: segUA = 7'b0000010;  
					4'b0111: segUA = 7'b1111000;  
					4'b1000: segUA = 7'b0000000;  
					4'b1001: segUA = 7'b0010000;  
					default: segUA = 7'b1111111;  
			 endcase
			 case(dB)
					4'b0000: segDB = 7'b1000000;  
					4'b0001: segDB = 7'b1111001;  
					4'b0010: segDB = 7'b0100100;  
					4'b0011: segDB = 7'b0110000;  
					4'b0100: segDB = 7'b0011001;  
					4'b0101: segDB = 7'b0010010;  
					4'b0110: segDB = 7'b0000010;  
					4'b0111: segDB = 7'b1111000;  
					4'b1000: segDB = 7'b0000000;  
					4'b1001: segDB = 7'b0010000;  
					default: segDB = 7'b1111111;  
			 endcase
			 case(uB)
					4'b0000: segUB = 7'b1000000;  
					4'b0001: segUB = 7'b1111001;  
					4'b0010: segUB = 7'b0100100;  
					4'b0011: segUB = 7'b0110000;  
					4'b0100: segUB = 7'b0011001;  
					4'b0101: segUB = 7'b0010010;  
					4'b0110: segUB = 7'b0000010;  
					4'b0111: segUB = 7'b1111000;  
					4'b1000: segUB = 7'b0000000;  
					4'b1001: segUB = 7'b0010000;  
					default: segUB = 7'b1111111;  
			 endcase
			 case(dR)
					4'b0000: segDR = 7'b1000000;  
					4'b0001: segDR = 7'b1111001;  
					4'b0010: segDR = 7'b0100100;  
					4'b0011: segDR = 7'b0110000;  
					4'b0100: segDR = 7'b0011001;  
					4'b0101: segDR = 7'b0010010;  
					4'b0110: segDR = 7'b0000010;  
					4'b0111: segDR = 7'b1111000;  
					4'b1000: segDR = 7'b0000000;  
					4'b1001: segDR = 7'b0010000;  
					default: segDR = 7'b1111111;  
			 endcase
			 case(uR)
					4'b0000: segUR = 7'b1000000;  
					4'b0001: segUR = 7'b1111001;  
					4'b0010: segUR = 7'b0100100;  
					4'b0011: segUR = 7'b0110000;  
					4'b0100: segUR = 7'b0011001;  
					4'b0101: segUR = 7'b0010010;  
					4'b0110: segUR = 7'b0000010;  
					4'b0111: segUR = 7'b1111000;  
					4'b1000: segUR = 7'b0000000;  
					4'b1001: segUR = 7'b0010000;  
					default: segUR = 7'b1111111;  
			 endcase
		end
	initial
		begin
			aO = 0;
			bO = 0;
			rO = 0;
		end
endmodule
==> run.sh <==
#!/bin/bash
# OpenROAD 26Q1-2900-gdf79404cd8, Yosys 0.63+post, stock flow scripts
make -C /OpenROAD-flow-scripts/flow DESIGN_CONFIG=/design/flow/config.mk WORK_HOME=/design/flow/orfs finish
==> config.mk <==
export PLATFORM = sky130hd
export DESIGN_NAME = digital_design_lab1_problem3
export DESIGN_NICKNAME = digital_design_lab1_problem3
export VERILOG_FILES = /design/flow/design.v
export SDC_FILE = /design/flow/constraint.sdc
export NUM_CORES = 4
export LEC_CHECK = 1
export CORE_UTILIZATION = 40
==> constraint.sdc <==
current_design digital_design_lab1_problem3

set clk_period 6.2
set clk_io_pct 0.2

create_clock -name clk0 -period $clk_period [get_ports {clk}]

set non_clock_inputs [all_inputs -no_clocks]
set_input_delay [expr $clk_period * $clk_io_pct] -clock clk0 $non_clock_inputs
set_output_delay [expr $clk_period * $clk_io_pct] -clock clk0 [all_outputs]
==> impl_metrics.toml <==
# synthesis and place-and-route metrics
[outcome]
run_status = "completed"

[detailed_routing]
insertedDiodeCount = 0
routed_wirelength_mm = 7.84
wl_met2_mm = 3.47
number_of_drc_violations_after_detailed_routing_iteration_0 = 83
vias_post_dr = 3352
post_drt_via_cell_ratio = 4.98
detailroute.wirelength.met3_um = 288
topRoutingLayerUsed = "met4"
antenna_violating_nets_post_route = 0
drc_violations_left = 0
route.layer.met1.wl_mm = 4.04
first_pass_iters = 4
route.detailed.wl_per_inst_um = 11.6

[timing]
maxSlewViolCount = 0
fin_crit_ps = 5570
untimed_endpoints = 40
peak_clock_frequency_supported_by_timing_mhz = 179
rsz0062_at_grt = "false"
finalHoldViolations = 0
timing.final.crit_share_pct = 89.9
setup_violations = 0
worstMarginPinSlew_ps = 852
fin_worst_skew_ps = 0.496
setup-tns-final_ps = 0
slew-limit-headroom_pct = 43.2
unclocked_pins = 12

[logic_synthesis]
compound_area_share_pct = 24.8
synth.logic.top_family = "AND-OR/OR-AND gates"
top_cells_by_count = "sky130_fd_sc_hd__ha_1 (60), sky130_fd_sc_hd__inv_1 (54), sky130_fd_sc_hd__dfxtp_1 (50)"
post_synth_mux_area_share_pct = 3.30
count_of_state_elements_after_synthesis = 62
total_cells_reported_by_yosys_after_synthesis = 471
synth_area_leader_cell = "sky130_fd_sc_hd__dfxtp_1"
edf_count = 0
syn-cell-area_um2 = 4140
topCellsByArea = "sky130_fd_sc_hd__dfxtp_1 (24%), sky130_fd_sc_hd__ha_1 (18%), sky130_fd_sc_hd__inv_1 (4.9%)"
post_synth_inst_count = 471
ys_sh_simple_pct = 15.1
yosysUniqueCellTypes = 71
ys_warns = 1
synth.most_common_cell = "sky130_fd_sc_hd__ha_1"
synth.avg_cell_area_um2 = 8.79
top_cell_area_share_pct = 24.2
synth-async-reset-ratio_pct = 0
synth_xor_xnor_area_share_pct = 1.90
synthAdderAreaFrac_pct = 20.6
ys_chip_area_um2 = 4140
synth_top_flop_cell = "sky130_fd_sc_hd__dfxtp_1"

[worst_setup_path]
worstReg2RegEnd = "isNegativeR"
setup.reg_to_reg.worst_slack_ps = 5540
critical_path.endpoint_type = "flop"
cp_slowest_stage_delay_ps = 630
critical_path.cell_chain = "clkdlybuf4s50_1, or4_4, a32oi_4, inv_4, ha_1, nand2b_4, ha_1, nor2b_1, o21ai_2, and3_4, a221oi_4, o21ai_1, a21oi_2, xnor2_1, inv_1, ha_1, a21o_1, o21a_1"
crit_path_top_delay_cell = "sky130_fd_sc_hd__clkdlybuf4s50_1"
reg2reg_from = "isNegativeRO"
critical_path.max_fanout = 12
crit_top_cell = "sky130_fd_sc_hd__ha_1"
rr_worst_depth = 1
type_of_origin_of_the_critical_path = "input port"
criticalPathCategory = "input port to flop"
worstPathRequired_ps = 6390
critical_path_arrival_ps = 5770

[worst_hold_path]
worstHoldPathType = "flop to flop"
worstHoldStart = "isNegativeRO"
hold_path_depth = 1
min_to = "isNegativeR"

[grt]
largest_net_degree_at_the_start_of_global_routing = 18
via_count_of_the_first_global_routing_pass = 3142
gr-usage-all-layers_pct = 15.4
initial_antenna_violation_count = 0
globalRouteOverflowTotal = 0
wire_length_of_the_first_global_routing_pass_mm = 14.0

[clock_network]
h-tree-depth = 2
post_cts_resize_count = 0
clk_pin_slew_worst_paths_ps = 80
cts-root-buf = "sky130_fd_sc_hd__clkbuf_8"
post_cts.repair.setup_buffers = 0
worst_skew_pair.late_latency_ps = 290
clock_path_buffers = 2
cts_made_buffers = 5
cts_tree = "done"
cts_hold_buffers = 0

[power]
share_comb_of_total_power_pct = 31.5
peakVddDrop_v = 0.000109
sw_frac_of_total_pct = 26.0
clock_network_fraction_of_total_power_pct = 25.8
power.static_leakage_nw = 2.30
switchingPower_mw = 0.232
seq_power_share_pct = 42.7
design_power_total_mw = 0.891
pwr_density_cell_nw_per_um2 = 175
p_int_mw = 0.659

[floorplan]
die_area_um2 = 10800
core_util_floorplan_pct = 41.8
floorplan.io_pins = 70
die_width_um = 104
vert_die_dim_um = 104
std_cell_rows = 36
core-area_um2 = 9910

[finish]
drive_gt1_share_pct = 7.78
postLayoutCoreUtil_pct = 51.3
area_growth_syn_to_layout_pct = 22.9

[job]
maxCapViolCount = 0
warnings = 59

[placement]
hpwlAfterDp_mm = 6.35
number_of_input_and_output_port_buffers_inserted = 69
gp_congestion = 0.866
## through the flow
step | worst slack [ps] | std cells | hold WS, ps | instance area (um^2)
floorplan | 1150 | 471 | 433 | 4140
global route | 276 | 673 | 490 | 5080
global placement | 388 | 666 | 466 | 4970
finish | 626 | 673 | 472 | 5080
CTS | 627 | 673 | 484 | 5080
detailed placement | 315 | 666 | 464 | 4970
## how the worst max path moves through the flow
stage         start  endpoint  slack [ps]  cells after the start
finish        reset  segUR[0]         630                     18
global route  reset  segUR[0]         280                     19
CTS           reset  segUR[0]         630                     18
## layer usage
| layer | vias to the layer above | track usage [%] |
|---|---|---|
| met4 | 0 | 1.02 |
| li1 | 1783 | - |
| met2 | 61 | 24.9 |
| met3 | 2 | 2.31 |
| met5 | - | 0 |
| met1 | 1506 | 23.1 |
## layout make-up
| class | instances | area, um^2 |
|---|---|---|
| clock inverters | 1 | 30.0 |
| multi-input cells | 346 | 2720 |
| clock buffers | 6 | 82.6 |
| repair buffers | 70 | 698 |
| fillers | 891 | 4820 |
| flip-flops and latches | 62 | 1180 |
| well taps | 133 | 166 |
| inverters | 55 | 209 |
## worst max-delay path, delay by kind of cell
| family | cells | cell delay [ps] |
|---|---|---|
| and+or+nand+nor | 4 | 1140 |
| buffers and inverters | 3 | 860 |
| xor gates and xnor gates | 1 | 210 |
| AOI/OAI and AO/OA | 7 | 1580 |
| adders and majority gates | 3 | 710 |
## placed cells by master, fill, tap and decap left out, drive strengths merged, types with 10 or more instances in the layout
cell type       n
o21ai          28
a21o           19
inv            55
nor2           21
dlxtn          12
nand2          30
dfxtp          50
nor2b          17
a21oi          39
ha             60
o21a           10
clkdlybuf4s50  69
## sequential cells by signal, summed over array words and instances (netlist names)
| name | cells |
|---|---|
| segDA | 7 |
| segDB | 7 |
| segDR | 7 |
| segUA | 7 |
| segUB | 7 |
| segUR | 7 |
| aO | 6 |
| bO | 6 |
| r | 6 |
| isNegativeR | 1 |
| isNegativeRO | 1 |
## power by group through the flow
stage	Clock (mW)	Combinational (mW)	Sequential [mW]
4_1_cts	0.241	0.283	0.382
5_1_grt	0.255	0.317	0.386
6_report	0.230	0.281	0.381
## logic make-up (layout without fill, tap and decap cells)
kind of cell	after synthesis	count (layout)
AND-OR/OR-AND	142	142
XOR/XNOR	9	9
adder cells (fa/ha/maj)	66	66
buffers and inverters	63	132
flip-flops	50	50
latches	12	12
multiplexers	12	12
AND/OR/NAND/NOR	117	117
No activity file was given, so power comes from the tool's default toggle rates.
