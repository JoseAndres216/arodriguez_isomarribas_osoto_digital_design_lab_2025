===== flow/config.mk =====
export PLATFORM = sky130hd
export DESIGN_NAME = digital_design_lab1_problem1
export DESIGN_NICKNAME = digital_design_lab1_problem1
export VERILOG_FILES = /design/flow/design.v
export SDC_FILE = /design/flow/constraint.sdc
export NUM_CORES = 4
export LEC_CHECK = 1
export CORE_AREA = 10 10 70 70
export DIE_AREA = 0 0 80 80

===== flow/constraint.sdc =====
current_design digital_design_lab1_problem1

set clk_period 1.2
set clk_io_pct 0.2

create_clock -name clk0 -period $clk_period

set non_clock_inputs [all_inputs -no_clocks]
set_input_delay [expr $clk_period * $clk_io_pct] -clock clk0 $non_clock_inputs
set_output_delay [expr $clk_period * $clk_io_pct] -clock clk0 [all_outputs]

===== flow/design.v =====
module digital_design_lab1_problem1(
	input logic a, b, c, d, 
	output logic [6:0] segU, segD);
	logic y0, y1, y2, y3, y4, y5, y6;
	always @(*)
		begin
			y0 = 0;
			y1 = 0;
			y2 = 0;
			y3 = 0;
			y4 = 0;
			y5 = 0;
			y6 = 0;
			y0 = (a & ~c) | (b & d) | (c & ~a) | (~d & ~b);
			y1 = ~b | (~c & ~d) | (a & ~d) | (a & ~c) | (~a & c & d);
			y2 = d | (a & ~b) | (~a & b) | (~b & ~c) | (b & c);
			y3 = (a & ~c) | (~a & ~b & c) | (~a & c & ~d) | (b & ~c & d) | (a & b & d) | (~b & ~d);
			y4 = (a & ~c & ~d) | (~a & c & ~d) | (~b & ~d);
			y5 = (~a & b & ~c) | (a & ~b & ~c) | (a & b & c) | (~a & ~c & ~d) | (a & ~b & ~d) | (~a & b & ~d);
			y6 = (a & b) | (a & ~c) | (b & ~c) | (~a & c & ~d) | (~a & ~b & c);
			segU = {~y6, ~y5, ~y4, ~y3, ~y2, ~y1, ~y0};
			#10;
			y0 = 0;
			y1 = (a & b) | (a & c);
			y2 = (a & b) | (a & c);
			y3 = 0;
			y4 = 0;
			y5 = 0;
			y6 = 0;
			segD = {~y6, ~y5, ~y4, ~y3, ~y2, ~y1, ~y0};
		end
endmodule

===== flow/run.sh =====
#!/bin/bash
# OpenROAD 26Q1-2900-gdf79404cd8, Yosys 0.63+post, stock flow scripts
make -C /OpenROAD-flow-scripts/flow DESIGN_CONFIG=/design/flow/config.mk WORK_HOME=/design/flow/orfs finish

==> results.txt <==
impl run done, here's what came out: mean routed wirelength per cell=~8.2 um, final hold vios=0, post-route fraction of the period consumed by the critical path=111%, data required time at the worst endpoint=about 960 ps, Synth area leaders=sky130_fd_sc_hd__buf_4 26%, sky130_fd_sc_hd__xor2_1 7.5%, sky130_fd_sc_hd__nand2_1 6.5%, n_diodes=0, final global-route overflow total=0, portion of synthesized cell area occupied by the leading cell type=about 26%, part of the Yosys area used for sequential elements=0%, post-synthesis instance area=about 230 um^2, count of clock-net buffers in the final layout=0, area of the die=approximately 6400 um^2, Critical Path End Type=output pin, height of the die=~80 um, total cells reported by yosys after synthesis=35, area added between synthesis and finish=107%, RSZ-0062 raised after global routing=yes, dominant cell by count in the synthesized netlist=sky130_fd_sc_hd__buf_4, wire length of the first global-routing pass=1190 um, Yosys Chip Area=about 230 um^2, Design Power=163 uW, Max rail drop VDD=around 0.000044 V, arrival time at the worst endpoint=1100 ps, Slew Viols, Final=0, via count of the first global-routing pass=around 270, CTS Hold Bufs=0, cell at the slowest stage of the critical path=sky130_fd_sc_hd__nand3b_1, critical path, cell by cell=buf_8, buf_6, nand3b_1, buf_4, o21a_1, nor2_1, buf_2, core area=about 3400 um^2, power density cells=339 nW/um^2, First-pass DRT Iterations=1, utilization of the core after routing=about 14%, routed vias/inst=about 2.7, fraction of final layout cells sized beyond drive strength 1=around 60%, maximum number of pins on one net before global-route repair=10, num ports=18, Inst Count DP=96, most common library cells after synthesis=8 x sky130_fd_sc_hd__buf_4, 4 x sky130_fd_sc_hd__nand2_1, 3 x sky130_fd_sc_hd__nor2_1, synth unique cells=21, Flop area=0 um^2, multi-input logic area=194 um^2, instance area after placement=~420 um^2, Flops=0, Cell Rows=21, area leader, netlist=sky130_fd_sc_hd__buf_4, Core Density at Floorplan=6.81%, aggregate global-route resource usage=between 2 and 2.5%, setup ws final=-136 ps, synthesized netlist cell count=35, final WL=between 800 and 900 um, maximum clock frequency=about 750 MHz, gpl congestion=roughly 0.7, Buf/Inv on CP=4, number of fillers in the final layout=just under 400, count of vias placed by the detailed router=around 280, maximum single-stage delay on the critical path=180 ps, pre-CTS setup slack=-885 ps, antenna violations before repair=0, estimated wirelength of the detail-placed design=between 600 and 700 um, violation tally from detailed-route iteration zero=0, count of final setup violators=3, count of warnings emitted by yosys=1, crit path kind=in -> out, horizontal die dimension=around 80 um, OpenROAD warning count=34, drc violations=0, violations in the final reports=setup timing, number of max-cap violations=0, synthesized area per cell=6.65 um^2, leakage power of the design=~0.23 nW, class of the tightest hold or removal check=in -> out, outcome=finished, violations left, count of non-filler cells in the finished layout=around 100, Tmin final=roughly 1300 ps, critical-path maximum fanout=4, kind of cell with the highest combined delay on the critical path=buffers and inverters, total non-filler cell area in the finished layout=a little under 500 um^2, Buffers on Ports=13, nature of the critical path startpoint=input pin, residual antenna-violating net count after detailed routing=0
## what timing repair did
item                       4_1_cts  5_1_grt
pin swaps                        5        7
setup endpoints to repair        9        5
setup buffers                    3        2
resized                         52        8
## cell type report
class	count	share of cell area, %
timing repair buffer	26	46.2
multi-input combinational	27	40.3
inverter	2	1.56
tap	46	11.9
## final timing paths
kind | end | cells past startpoint | start | slack, ps
worst max-delay path | segU[2] | 7 | c | -140
worst min-delay path | segU[4] | 4 | b | 780
## cells in the final DEF, fill, tap and decap left out, drive strengths merged
cell type,count
maj3,1
nand2b,1
xor2,2
o21bai,1
o21ai,2
nand3,1
and2,1
inv,2
dlygate4sd2,2
xnor2,1
nor2,3
o211a,1
clkbuf,1
conb,5
nand2,4
buf,23
o21a,2
a22oi,1
nand3b,1
## kinds of logic after synthesis
kind of cell               synth area share [%]
and+or+nand+nor                            23.1
buffers and inverters                      36.0
other                                      1.61
xor gates and xnor gates                   11.3
adders and majority gates                  4.84
AOI/OAI and AO/OA                          23.1
## metrics by stage
stage / TNS, ps / hold WS [ps]
2_1_floorplan: 0 / 624
3_3_place_gp: -7180 / 1630
3_5_place_dp: -7210 / 1620
4_1_cts: -184 / 817
5_1_grt: -358 / 827
6_report: -153 / 779
## metal layers
layer	routed length, um	vias up	global-route usage (%)
li1	-	142	-
met1	330	126	2.50
met2	413	9	4.09
met3	81	0	0.568
met4	0	0	0
met5	0	-	0
## worst min-delay path, stage by stage
cell	delay (ps)
sky130_fd_sc_hd__buf_6	120
sky130_fd_sc_hd__nand2_2	40
sky130_fd_sc_hd__nand2_1	40
sky130_fd_sc_hd__buf_2	90
## power by group
part	switching (mW)	leakage, nW	total, mW	internal, mW
Sequential	0	0	0	0
Combinational	0.0590	0.234	0.163	0.104
Clock	0	0	0	0
No activity file was given, so power comes from the tool's default toggle rates.
